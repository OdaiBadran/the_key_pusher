$ cat flow/run.sh
#!/bin/bash
# OpenROAD 26Q1-2900-gdf79404cd8, Yosys 0.63+post, stock flow scripts
make -C /OpenROAD-flow-scripts/flow DESIGN_CONFIG=/design/flow/config.mk WORK_HOME=/design/flow/orfs finish
$ cat flow/config.mk
export PLATFORM = sky130hd
export DESIGN_NAME = game_controller
export DESIGN_NICKNAME = game_controller
export VERILOG_FILES = /design/flow/design.v
export SDC_FILE = /design/flow/constraint.sdc
export NUM_CORES = 4
export LEC_CHECK = 1
export CORE_AREA = 10 10 85 85
export DIE_AREA = 0 0 95 95
export SYNTH_HDL_FRONTEND = slang
$ cat flow/constraint.sdc
current_design game_controller

set clk_period 2.0
set clk_io_pct 0.2

create_clock -name clk0 -period $clk_period [get_ports {clk}]

set non_clock_inputs [all_inputs -no_clocks]
set_input_delay [expr $clk_period * $clk_io_pct] -clock clk0 $non_clock_inputs
set_output_delay [expr $clk_period * $clk_io_pct] -clock clk0 [all_outputs]
$ cat flow/design.v
module	game_controller	(	
			input	logic	clk,
			input	logic	resetN,
			input	logic	startOfFrame,   
			input	logic	savior_drawing_request,
			input	logic	key_drawing_request,
			input	logic	boarder_drawing_request,
			input	logic	prisoner_drawing_request,
			input	logic	police1_drawing_request,
			input	logic	police2_drawing_request,
			input	logic	police3_drawing_request,
			input logic tc,
			input logic oneSec,
			output logic collisionSaviorBoarder, 
			output logic collisionKeyBoarder,
			output logic collisionSaviorKey,
			output logic collisionSaviorPrisoner,
			output logic collisionKeyPrisoner,
			output logic collisionKeyPolice1,
			output logic collisionKeyPolice2,
			output logic collisionKeyPolice3,
			output logic collisionSaviorPolice1,
			output logic collisionSaviorPolice2,
			output logic collisionSaviorPolice3,
			output logic countLoadN,
			output logic countEnable,
			output logic [1:0]level,
			output logic [1:0]result,
			output logic collisionKBoarderPolice1,
			output logic collisionKBoarderPolice2,
			output logic collisionKBoarderPolice3,
			output logic startLevel2,
			output logic startLevel3,
			output logic [1:0] curr_lives
);
assign collisionSaviorBoarder = (savior_drawing_request == 1'b1 && boarder_drawing_request  == 1'b1 ) ; 
assign collisionKeyBoarder = (key_drawing_request == 1'b1 && boarder_drawing_request  == 1'b1 ) ; 
assign collisionSaviorKey = (savior_drawing_request == 1'b1 && key_drawing_request  == 1'b1 ) ;
assign collisionSaviorPrisoner = (savior_drawing_request == 1'b1 && prisoner_drawing_request  == 1'b1 ) ; 
assign collisionKeyPrisoner = (key_drawing_request == 1'b1 && prisoner_drawing_request  == 1'b1 ) ;  
assign collisionKeyPolice1 = (key_drawing_request == 1'b1 && police1_drawing_request == 1'b1);
assign collisionKeyPolice2 = (key_drawing_request == 1'b1 && police2_drawing_request == 1'b1);
assign collisionKeyPolice3 = (key_drawing_request == 1'b1 && police3_drawing_request == 1'b1);
assign collisionSaviorPolice1 = (savior_drawing_request == 1'b1 && police1_drawing_request == 1'b1);
assign collisionSaviorPolice2 = (savior_drawing_request == 1'b1 && police2_drawing_request == 1'b1);
assign collisionSaviorPolice3 = (savior_drawing_request == 1'b1 && police3_drawing_request == 1'b1);
assign collisionKBoarderPolice1 = (boarder_drawing_request  == 1'b1 && police1_drawing_request == 1'b1);
assign collisionKBoarderPolice2 = (boarder_drawing_request  == 1'b1 && police2_drawing_request == 1'b1);
assign collisionKBoarderPolice3 = (boarder_drawing_request  == 1'b1 && police3_drawing_request == 1'b1);
logic life_flag = 0;
logic [0:1] init_lives = 2'b11;
logic [0:1] lives;
enum logic [2:0] {start,level1, level2, level3, GAMEOVER, WIN } prState, nxtState;
always @(posedge clk or negedge resetN)
begin
	if (!resetN )begin   
		 prState <= start;
		 level<=2'b01;
		 countLoadN<=1'b1;
		 countEnable<=1'b1;
		 result<=2'b00; 
		 startLevel2 <= 0;
		 startLevel3 <= 0;
		 lives <= 3; 
		 life_flag <= 0;
	end
	else begin 	 
		if(startOfFrame)
			life_flag = 0;
		prState <= nxtState;  
		countEnable=1'b1;
		countLoadN=1'b1;
		if(lives <= 0)
			prState <= GAMEOVER;
		case(prState)
			start: 			begin	
								lives = 3;
								countLoadN = 1'b0;
								nxtState = level1;	 
								end
			level1: 			begin	
									   if(collisionSaviorPolice1) begin
											if(!life_flag) begin
												lives -= 1;	             
												life_flag = 1;
											end
										end
										else if(collisionKeyPrisoner) begin
											level = 2'b10; 
											countLoadN = 1'b0;
											startLevel2 = 1;
											nxtState = level2;
										end	
										else if(tc && oneSec) 
											nxtState = GAMEOVER;	
								end
			level2: begin 	
										if(startLevel2 == 1) begin
											lives = 3;
											life_flag = 0;
											startLevel2 = 0;
										end
									   else if(collisionSaviorPolice1 || collisionSaviorPolice2) begin
											if(!life_flag) begin
												lives -= 1;					 
												life_flag = 1;
											end
										end
										else if(collisionKeyPrisoner) begin
											level = 2'b11;
											countLoadN = 1'b0;
											startLevel3 = 1;
											nxtState = level3;	
										end
										else if(tc && oneSec)
											nxtState = GAMEOVER;	
						end
			level3: begin 
										if(startLevel3 == 1) begin
											lives = 3;
											life_flag = 0;
											startLevel3 = 0;
										end
									   else if(collisionSaviorPolice1 || collisionSaviorPolice2 || collisionSaviorPolice3) begin
											if(!life_flag) begin
												lives -= 1;						 
												life_flag = 1;
											end
										end
										else if(collisionKeyPrisoner) begin
											nxtState=WIN;	
										end	
										else if(tc && oneSec)
											nxtState = GAMEOVER;
						end
		      WIN:					begin
											countEnable=1'b0;
											result=2'b01;
											nxtState=start;
										end
			   GAMEOVER:			begin
											countEnable=1'b0;
											result=2'b10;
											nxtState=start;
										end		
		endcase
	end
end	
assign curr_lives = lives;
endmodule
==> results.txt <==
State of the implementation.

- The final critical-path required period is 1930 ps, for reference.
- TritonCTS built the clock tree.
- The global-route wire length before repair is 4760 µm, for reference.
- Power spread over the standard cell area amounts to 906 mW/mm².
- The starting density of the core is 0.185, for reference.
- Traced cell by cell, the critical path runs through clkdlybuf4s50_1 -> and2_1 -> clkdlybuf4s50_1.
- The placeable core region is 0.00547 mm², for reference.
- Summed over all routing layers, the global router reports a total usage of 0.0666.
- The congestion estimate from routability-driven global placement came to 0.853.
- The cell depth of the worst flop-to-flop path is 5, for reference.
- Looking at the cell usage after synthesis, the top flip-flop cell is sky130_fd_sc_hd__dfrtp_1.
- For the worst-skew pair, the clock arrives at the later sink with an insertion delay of 250 ps.
- For reference, the most critical setup path is categorized as input port to primary output.
- The post-synthesis cell area is 0.00101 mm², for reference.
- The arrival time of data at the critical path endpoint is 1530 ps, for reference.
- The startpoint type of the worst setup path is an input port, for reference.
- The most repeated library cell on the critical path is sky130_fd_sc_hd__clkdlybuf4s50_1, for reference.
- Per the CTS log, the buffer count on the longest clock path is 2.
- The part of the Yosys area used for sequential elements is 0.442, for reference.
- The number of levels in the clock H-tree is 1, for reference.
- The aggregate routed wire length is 2940 µm, for reference.
- The number of synthesized flops with an enable pin is 3, for reference.
- Counting instances, the worst hold path has a depth of 2.
- In the final routed layout, each cell accounts on average for 13.0 µm.
- Buffers inserted during clock tree synthesis total 3.
- In the power breakdown, the internal column shows 980 µW.
- The worst-case max-slew headroom was logged as 0.695.
- The final tally of max-slew violations is 0, for reference.
- The number of maximum-capacitance violations recorded for the run is 0.
- Per the OpenROAD power report, switching power amounts to 458 µW.
- The gate-level netlist out of Yosys references 39 unique cell types.
- The stat command in Yosys gives a chip area of 0.00101 mm².
- Static timing analysis puts the maximum clock frequency at 0.519 GHz.
- In this run, the number of DRC markers left after iteration 0 of detailed routing was 87.
- The critical path's top delay family is buffers and inverters, for reference.
- The tally of OpenROAD warnings is 25, for reference.
- After detailed routing, the number of vias per cell comes to 4.15.
- The master cell of the clock root buffer is sky130_fd_sc_hd__clkbuf_8, for reference.
- The register share of total power is 0.424, for reference.
- The post-placement cell area is 0.00155 mm².
- The buffer and inverter count on the worst path is 2, for reference.
- The clock drives 17 sinks.
- From the final report, the count of setup violators was given as 0.
- The initial antenna violation count is 0, for reference.
- The vertical die size is 95 µm, for reference.
- The number of nets still failing antenna checks after routing is 0, for reference.
- The buffer_ports step reported a buffer count of 35.
- The number of global-route vias before repair is 984, for reference.
- According to the report, the first pass of detailed routing completed in 4 iterations.
- The area of all placed cells without fillers is 0.00159 mm², for reference.
- The share of flip-flops with an asynchronous set or reset after synthesis is 0.824, for reference.
- The post-route DRC violation count is 0, for reference.
- The layout filler cell count is 585, for reference.
- The analysis reports a worst IR drop on VDD of 0.328 mV.
- The die span in x is 95 µm, for reference.
- The count of pins on the block boundary is 36, for reference.
- The layout summary lists the proportion of cells stronger than drive strength 1 as 0.206.
- Note, the detailed placer reported a final HPWL of 2330 µm.
- For this block, the via count after detailed routing is 942.
- A synthesized cell averages 9.63 µm².
- Looking at the worst setup and hold paths, the clock pins of their registers show a slew of 60 ps.
- In the finished design, the share of the clock period the worst path needs comes to 0.964.
- Yosys printed 0 warnings.
- In this design, the stage delay of the slowest critical-path cell is 510 ps.
- Synthesis handed over a netlist of 105 instances.
- Per the layout area report, the register area comes to 447 µm².
- The final setup skew is 2.73 ps, for reference.
- The critical path's slowest stage uses the library cell sky130_fd_sc_hd__clkdlybuf4s50_1.
- The die footprint is 0.00903 mm², for reference.
- From synthesis to final layout, the design area changed by 57.1%.
- The post-CTS setup-driven buffer insertion count is 0, for reference.
- Setup repair after global routing left no endpoint under its margin.
- The count of instantiated cells in the yosys netlist is 105, for reference.
- In this run the worst path has a maximum fanout of 5.
- The share of total power in combinational logic is 0.403, for reference.
- The slew at the pin with the worst max-slew slack is 458 ps, for reference.
- The standby leakage power is 0.668 nW, for reference.
- The share of total power dissipated in the clock network is 0.173.
- The type of the worst min-delay path is register to register, for reference.
- The data required time of the critical path is 1600 ps, for reference.
- The critical path endpoint category is a primary output, for reference.
- Entering global routing, the biggest net connects 15 pins.
- In this run the core area contains 27 standard-cell rows.
- The count of final hold-check violations is 0, for reference.
- The switching portion of total power is 0.319, for reference.
- The instance count on the critical path is 3, for reference.
- Leaving out buffers and inverters, the combinational logic in the layout accounts for 512 µm².
- The total overflow reported by the global router is 0, for reference.
- Synthesis inferred 17 register bits.
- 0 antenna diodes ended up in the layout.
- The run finished with clean final reports.
- Overall power consumption after layout is estimated at 1.44 mW.
==> per-layer routing <==
metal,wire length [µm],share of wire,GRT usage
met5,0,0,0
met4,19,0.0065,0.00748
met3,364,0.12,0.0296
met2,1140,0.39,0.0932
met1,1420,0.48,0.0957
==> worst paths after layout <==
path / to / slack [ps] / from
setup / recovery: collisionKBoarderPolice2 / 70 / boarder_drawing_request
hold / removal: level[0]$_DFFE_PN1P_ / 470 / level[0]$_DFFE_PN1P_
setup reg to reg: nxtState[2]$_DFFE_PP_ / 300 / prState[0]$_DFF_PN0_
hold reg to reg: level[0]$_DFFE_PN1P_ / 470 / level[0]$_DFFE_PN1P_
max in group asynchronous: level[0]$_DFFE_PN1P_ / 1260 / resetN
min in group asynchronous: prState[1]$_DFF_PN0_ / 500 / resetN
==> tightest hold or removal path, stage by stage (launching register included) <==
cell	delay [ps]
sky130_fd_sc_hd__dfstp_2	370
sky130_fd_sc_hd__o31ai_1	50
sky130_fd_sc_hd__nand2_1	50
==> area by class of cell <==
type                            count  area share
Inverter                            9      0.0213
Sequential cell                    17       0.281
Tap cell                           72      0.0567
Multi-Input combinational cell     75       0.322
Clock buffer                        4      0.0284
Timing Repair Buffer               50       0.290
==> registers in the layout, summed over array words and instances, names as in the netlist <==
register,cells
countEnable,1
prState,3
countLoadN,1
level,2
result,2
startLevel2,1
life_flag,1
startLevel3,1
curr_lives,2
nxtState,3
==> power by group through the flow <==
stage         combinational, mW  sequential [mW]  clock, mW
CTS                       0.590            0.610      0.258
global route              0.643            0.629      0.284
finish                    0.580            0.610      0.249
==> synth_stat cells, types with 2 or more instances <==
master | n | share of area
sky130_fd_sc_hd__and2_1 | 12 | 0.074
sky130_fd_sc_hd__dfrtp_1 | 9 | 0.22
sky130_fd_sc_hd__inv_1 | 8 | 0.030
sky130_fd_sc_hd__nand2_1 | 8 | 0.030
sky130_fd_sc_hd__nor2b_1 | 7 | 0.043
sky130_fd_sc_hd__a21oi_1 | 6 | 0.030
sky130_fd_sc_hd__o21ai_0 | 6 | 0.030
sky130_fd_sc_hd__dfstp_2 | 5 | 0.13
sky130_fd_sc_hd__buf_2 | 3 | 0.015
sky130_fd_sc_hd__edfxtp_1 | 3 | 0.089
sky130_fd_sc_hd__o21ai_1 | 3 | 0.015
sky130_fd_sc_hd__a22oi_2 | 2 | 0.025
sky130_fd_sc_hd__a31oi_1 | 2 | 0.012
sky130_fd_sc_hd__a41oi_1 | 2 | 0.017
sky130_fd_sc_hd__and3_1 | 2 | 0.012
sky130_fd_sc_hd__nor2_1 | 2 | 0.0074
sky130_fd_sc_hd__o21a_1 | 2 | 0.015
sky130_fd_sc_hd__o31ai_1 | 2 | 0.015
==> per-stage QoR <==
step	hold WS (ps)	utilization	instances	setup WS, ps	setup TNS (ps)
3_3_place_gp	454	0.282	223	-121	-776
2_1_floorplan	104	-	105	342	0
5_1_grt	500	0.290	227	16.6	0
3_5_place_dp	461	0.282	223	-131	-752
4_1_cts	470	0.290	227	16.5	0
6_report	466	0.290	227	72.3	0
==> cell families (layout without fill, tap and decap cells) <==
logic type	count (synthesis)	in the layout	share of synthesized area
mux	2	2	0.0210
simple gates	39	39	0.225
fa+ha+maj	1	1	0.0124
buf+inv	13	63	0.0520
flops	17	17	0.442
compound gates	33	33	0.248
==> cells in the final DEF, fill, tap and decap left out, types with 2 or more instances in the layout <==
cell and n:
sky130_fd_sc_hd__buf_4 15, sky130_fd_sc_hd__o31ai_1 2, sky130_fd_sc_hd__dfstp_2 5, sky130_fd_sc_hd__o21ai_0 6, sky130_fd_sc_hd__and2_1 12, sky130_fd_sc_hd__a21oi_1 6, sky130_fd_sc_hd__o21ai_1 3, sky130_fd_sc_hd__a31oi_1 2
sky130_fd_sc_hd__a22oi_2 2, sky130_fd_sc_hd__clkbuf_8 3, sky130_fd_sc_hd__o21a_1 2, sky130_fd_sc_hd__nand2_1 8, sky130_fd_sc_hd__inv_1 8, sky130_fd_sc_hd__clkdlybuf4s50_1 30, sky130_fd_sc_hd__dlygate4sd2_1 4, sky130_fd_sc_hd__and3_1 2
sky130_fd_sc_hd__nor2_1 2, sky130_fd_sc_hd__a41oi_1 2, sky130_fd_sc_hd__edfxtp_1 3, sky130_fd_sc_hd__dfrtp_1 9, sky130_fd_sc_hd__nor2b_1 7
==> what timing repair did <==
action,CTS,global route
endpoints found under the hold margin,0,0
resized,4,1
pin swaps,0,0
setup endpoints to repair,9,3
hold buffers,0,0
No activity file was given, so power comes from the tool's default toggle rates.
